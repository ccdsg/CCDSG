===== design.v =====
module s_fifo
#(parameter WIDTH=24,
parameter DEPTH=64
)
(
			  input clk		  ,
			  input rst		  ,
			  input[WIDTH-1 : 0] din,
			  input wr_en     ,
			  input rd_en	  ,
			  output[WIDTH-1 : 0] dout,
			  output reg empty,
			  output reg full
							  );  
reg [WIDTH-1 : 0] ram [DEPTH-1 : 0]; 
reg[5:0] rp,wp; 
always@(posedge clk) begin
if((wr_en & ~full) || (full & wr_en & rd_en)) begin
	ram[wp] <= din;
	end
end
assign dout = (rd_en & ~empty)?ram[rp]:0;
always@(posedge clk)begin
	if(rst)begin
		wp <= 0;
	end
	else if(wr_en & ~full) begin
		wp <= wp + 1;
		end
	else if(full && (wr_en & rd_en)) begin
		wp <= wp + 1;
	end
end
always@(posedge clk) begin
	if(rst) begin
		rp <= 0;
	end
    else if(rd_en & ~empty) begin
        rp <= rp + 1;
    end
end
always@(posedge clk) begin
    if(rst) begin
        full <= 0;
    end
    else if((wr_en & ~rd_en) && (wp == rp - 1)) begin
        full <= 1;
    end
    else if(full & rd_en) begin
        full <= 0;
    end
end
always@(posedge clk) begin
    if(rst) begin
        empty <= 1;
    end
    else if(wr_en & empty) begin
        empty <= 0;
    end
    else if((rd_en & ~wr_en) && (rp == wp - 1)) begin
        empty <= 1;
    end
end
endmodule 

===== run.sh =====
#!/bin/bash
# OpenROAD 26Q1-2900-gdf79404cd8, Yosys 0.63+post, stock flow scripts
make -C /OpenROAD-flow-scripts/flow DESIGN_CONFIG=/design/flow/config.mk WORK_HOME=/design/flow/orfs finish

===== config.mk =====
export PLATFORM = sky130hd
export DESIGN_NAME = s_fifo
export DESIGN_NICKNAME = s_fifo
export VERILOG_FILES = /design/flow/design.v
export SDC_FILE = /design/flow/constraint.sdc
export NUM_CORES = 4
export LEC_CHECK = 1
export CORE_UTILIZATION = 40

===== constraint.sdc =====
current_design s_fifo

set clk_period 31.8
set clk_io_pct 0.2

create_clock -name clk0 -period $clk_period [get_ports {clk}]

set non_clock_inputs [all_inputs -no_clocks]
set_input_delay [expr $clk_period * $clk_io_pct] -clock clk0 $non_clock_inputs
set_output_delay [expr $clk_period * $clk_io_pct] -clock clk0 [all_outputs]

==> results.json <==
{
  "slew_viol_final": 0,
  "yosys_area_mm2": 0.0599,
  "timing.rr.end": "ram[36][0]",
  "multiInputGateArea_mm2": 0.0127,
  "end_kind": "output port",
  "drtIter0Drc": 1769,
  "fp_util": 0.404,
  "detail-route-antenna-nets": 0,
  "slew_headroom": 0.348,
  "synthTopCellsByCount": "edfxtp_1 (1536), mux4_2 (390), mux2i_1 (128), nor2_1 (92), nand2_1 (52)",
  "chipArea_mm2": 0.151,
  "rsz0062_at_grt": "no",
  "wl_per_cell_um": 30.3,
  "io_buffer_count": 53,
  "drcViolationCount": 0,
  "area_growth_syn_to_layout_pct": 13.4,
  "min_path_type": "reg -> reg",
  "clock.latency.late_pin_ns": 0.80,
  "finalCritPeriodShare": 0.485,
  "crit_path_end": "dout[22]",
  "regArea_mm2": 0.0465,
  "cpMostUsedCell": "clkdlybuf4s50_1",
  "wirelength_um": 149000,
  "synthesis.instances": 2653,
  "cp_max_fo": 10,
  "critPathKind": "in -> out",
  "r2r-start": "full",
  "post_cts_buffers": 0,
  "status": "finished clean",
  "critPathMaxStageDelay_ns": 0.58,
  "placed_cell_area_mm2": 0.0632,
  "cts_buffer_depth": 3,
  "syn_area_mm2": 0.0599,
  "setup_viol": 0,
  "crit_required_ns": 25.44,
  "yosys-stat-cells": 2653,
  "top_cells_by_area": "edfxtp_1 (77%), mux4_2 (15%), mux2i_1 (2.1%)",
  "cts-buffers-inserted": 153,
  "fp.dieW_um": 389,
  "path_clk_slew_ns": 0.06,
  "tightest_slew_ns": 0.972,
  "yosys_warnings": 1,
  "coreArea_mm2": 0.148,
  "slowest_stage": "clkdlybuf4s50_1",
  "dr.pass1.iters": 5,
  "cpLargestDelayFamily": "buffers and inverters",
  "synthFlopType": "edfxtp_1",
  "grt_pass1_vias": 31206,
  "arrival_ns": 9.06,
  "p_leak_nw": 20.2,
  "numSynthFlops": 1556,
  "n_fill_cell": 11812,
  "finish.instance_area_mm2": 0.0680,
  "grt_max_degree": 91,
  "io_pins": 54,
  "rrSetupSlack_ns": 28.91,
  "grt_usage": 0.220,
  "setup_tns_ns": 0,
  "cp_num_cells": 8,
  "cts-resized-gates": 0,
  "start_kind": "primary input",
  "top_cell_area_share": 0.770,
  "cts_tree": "yes",
  "fin_skew_ns": 0.0453,
  "grt_remaining_overflow": 0,
  "via_per_inst": 5.71,
  "edf_count": 1536,
  "postCtsHoldBufs": 0,
  "reg2reg_depth": 6,
  "postSynth.asyncResetShare": 0,
  "layout-drive-gt1-share": 0.283,
  "irDropWorstVdd_mv": 0.0416,
  "cts.sinks": 1556,
  "path_cells": "clkdlybuf4s50_1 -> nor2b_1 -> buf_4 -> nand2_1 -> nor4_1 -> a22oi_1 -> o211ai_1 -> clkdlybuf4s50_1",
  "ys_types": 50,
  "yosysTopAreaCell": "edfxtp_1",
  "clockRootBuffer": "clkbuf_16",
  "yosys.stat.seqShare": 0.777,
  "hpwl_um": 83500,
  "min_period_ns": 15.42,
  "grt_pass1_wl_um": 215000,
  "top_cell": "edfxtp_1",
  "final-hold-violation-count": 0,
  "avgSynthCellArea_um2": 22.6,
  "htreeDepth": 4,
  "placementRows": 141,
  "warnings": 28,
  "power.density_mw_per_mm2": 60.9,
  "fmax_mhz": 64.8,
  "gp_congestion": 0.855,
  "startpoint": "rd_en",
  "critical_path_buf_inv_count": 3,
  "vias": 27990,
  "antenna_found_initial": 4,
  "antennaDiodeCount": 0,
  "max_cap_viol_count": 0,
  "die_h_um": 389
}
[metal layers]
| metal | global-route usage | part of all wire | vias to the layer above |
|---|---|---|---|
| met1 | 0.247 | 0.31 | 14291 |
| met4 | 0.0403 | 0.022 | 8 |
| met5 | 0.0115 | 0.0016 | - |
| li1 | - | - | 11647 |
| met3 | 0.171 | 0.17 | 207 |
| met2 | 0.340 | 0.50 | 1837 |
[cells in the final DEF (no fill, tap or decap), drive strengths merged, types with 3 or more instances in the layout]
cell,instances
xnor2,9
o2bb2ai,3
nand2b,9
xor2,11
ha,4
nand3b,3
a2111oi,3
a211oi,4
o21ai,45
nand3,33
bufinv,6
nor4,3
nor2,92
nor2b,8
mux4,390
clkinvlp,3
a31o,3
a22oi,42
o221ai,18
buf,156
nand2,52
a21oi,16
mux2i,128
clkbuf,183
clkinv,80
a31oi,4
mux2,3
a221oi,13
nor3,6
o22ai,19
clkdlybuf4s50,29
dfxtp,20
inv,20
edfxtp,1536
nand4,4
[logic make-up (layout without fill, tap and decap cells)]
kind of cell / Yosys count / after routing / synth area share
xor gates and xnor gates: 20 / 20 / 0.00292
AOI/OAI and AO/OA: 175 / 175 / 0.0198
and+or+nand+nor: 221 / 221 / 0.0164
buffers and inverters: 156 / 477 / 0.0148
adders and majority gates: 4 / 4 / 0.000835
muxes: 521 / 521 / 0.169
DFF: 1556 / 1556 / 0.777
[registers in the layout, summed over array words and instances, names as in the netlist, named ones only]
register	cells
ram	1536
wp	6
empty	1
rp	6
full	1
[area by class of cell]
| class | count | share of cell area |
|---|---|---|
| sequential | 1556 | 0.685 |
| clock inverter | 100 | 0.0112 |
| inverter | 9 | 0.000497 |
| timing repair buffer | 185 | 0.0215 |
| tap | 1930 | 0.0355 |
| clock buffer | 183 | 0.0593 |
| multi-input combinational | 941 | 0.187 |
[where the power goes]
group          switching (W)  internal, W  leakage, nW
Combinational      0.0000950    0.0000617         3.91
Sequential        0.00000396      0.00226         14.0
Clock               0.000759     0.000960         2.35
[worst reg2reg max path: cells and delay by family, from the launching register on]
| kind | cells | cell delay [ns] |
|---|---|---|
| and+or+nand+nor | 5 | 1.68 |
| buffers and inverters | 1 | 0.49 |
| DFF | 1 | 0.32 |
[per-stage QoR]
stage                util  total power, W  setup WS (ns)  hold WS, ns  std cells
finish              0.459         0.00414          16.38        0.539       4904
global route        0.459         0.00426          16.16        0.590       4904
CTS                 0.459         0.00417          16.38        0.559       4904
detailed placement  0.426         0.00247          16.41        0.542       4621
global placement    0.426         0.00246          16.50        0.542       4621
floorplan               -         0.00239          17.91        0.457       2653
[worst min-delay path by stage]
stage          from    end  depth (start not counted)
finish        empty  empty                          1
global route  empty  empty                          1
CTS           empty  empty                          1
Power and IR drop assume default switching activity.
