--- /design/flow/design.v ---
module fifo1
		    #(parameter WIDTH=4'd14,
			parameter DEPTH=7'd64
			)
			(
			  input clk		  		,
			  input rst_n		    ,
			  input[WIDTH-1 : 0] din,
			  input wr_en     		,
			  input rd_en	  		  ,
			  output[WIDTH-1 : 0] dout,
			  output reg empty		  ,
			  output reg full
							  );  
reg [WIDTH-1 : 0] ram [DEPTH-1 : 0]; 
reg[5:0] rp,wp; 
always@(posedge clk) begin
if((wr_en & ~full) || (full & wr_en & rd_en)) begin
	ram[wp] <= din;
	end
end
assign dout = (rd_en & ~empty)?ram[rp]:0;
always@(posedge clk)begin
	if(!rst_n)begin
		wp <= 0;
	end
	else if(wr_en & ~full) begin
		wp <= wp + 1;
		end
	else if(full && (wr_en & rd_en)) begin
		wp <= wp + 1;
	end
end
always@(posedge clk) begin
	if(!rst_n) begin
		rp <= 0;
	end
    else if(rd_en & ~empty) begin
        rp <= rp + 1;
    end
end
always@(posedge clk) begin
    if(!rst_n) begin
        full <= 0;
    end
    else if((wr_en & ~rd_en) && (wp == rp - 1)) begin
        full <= 1;
    end
    else if(full & rd_en) begin
        full <= 0;
    end
end
always@(posedge clk) begin
    if(!rst_n) begin
        empty <= 1;
    end
    else if(wr_en & empty) begin
        empty <= 0;
    end
    else if((rd_en & ~wr_en) && (rp == wp - 1)) begin
        empty <= 1;
    end
end
endmodule 
--- /design/flow/run.sh ---
#!/bin/bash
# OpenROAD 26Q1-2900-gdf79404cd8, Yosys 0.63+post, stock flow scripts
make -C /OpenROAD-flow-scripts/flow DESIGN_CONFIG=/design/flow/config.mk WORK_HOME=/design/flow/orfs finish
--- /design/flow/config.mk ---
export PLATFORM = sky130hd
export DESIGN_NAME = fifo1
export DESIGN_NICKNAME = fifo1
export VERILOG_FILES = /design/flow/design.v
export SDC_FILE = /design/flow/constraint.sdc
export NUM_CORES = 4
export LEC_CHECK = 1
export CORE_UTILIZATION = 50
--- /design/flow/constraint.sdc ---
current_design fifo1

set clk_period 26.3
set clk_io_pct 0.2

create_clock -name clk0 -period $clk_period [get_ports {clk}]

set non_clock_inputs [all_inputs -no_clocks]
set_input_delay [expr $clk_period * $clk_io_pct] -clock clk0 $non_clock_inputs
set_output_delay [expr $clk_period * $clk_io_pct] -clock clk0 [all_outputs]
==> GITHUB_STEP_SUMMARY <==
## Implementation flow summary

| Metric | Value |
|---|---|
| Status | `finished, final reports clean` |
| Post-Syn Area | `0.03572 mm^2` |
| CP Max Fanout | `14` |
| Clock transition at path regs | `60 ps` |
| Synth cell count leaders | `edfxtp_1 (896), mux4_2 (198), nor2_1 (94)` |
| Rows | `97` |
| Crit Path Class | `input port to output pin` |
| Synth warn | `1` |
| GRT Overall Usage | `27.29%` |
| GR Overflow Total | `0` |
| Number of global-route vias before repair | `18,750` |
| Critical Path RT | `21,040 ps` |
| Cell Type Count | `60` |
| Log Warnings | `27` |
| Core area | `0.07039 mm^2` |
| Ys cells | `1,684` |
| Final setup violation count | `0` |
| Clock sink count | `916` |
| Top cells, area | `edfxtp_1 (75%), mux4_2 (12%), mux4_1 (1.4%), mux2i_1 (1.3%), dfxtp_1 (1.1%)` |
| Rel. slew slack | `38.39%` |
| Mapped Cells | `1,684` |
| Total Neg Setup Slack | `0 ps` |
| Die height | `269.3 um` |
| Count leader, synth | `edfxtp_1` |
| Max-Cap Viols | `0` |
| Hold slack | `553.6 ps` |
| Max IR drop VDD | `0.00006239 V` |
| CTS Buf Count | `92` |
| Post-CTS sizing | `0` |
| Synth Seq Share | `76.45%` |
| P&R area growth vs syn | `13.14%` |
| Dpl ws | `13,080 ps` |
| Final worst slack | `13,040 ps` |
| Avg Vias per Cell | `6.020` |
| Root Driver | `clkbuf_16` |
| Top_reg_cell synth | `edfxtp_1` |
| Largest net degree at the start of global routing | `89` |
| HP Class | `flip-flop to flip-flop` |
| # DRC | `0` |
| TritonCTS clock tree | `yes` |
| Post-DP HPWL | `49.00 mm` |
| Worst EP arrival | `8000 ps` |
| Drt total wl | `84.88 mm` |
| Worst slew pin tran | `898.5 ps` |
| Final hold vios | `0` |
| Final Instance Count excl. Fillers | `2,839` |
| H-tree Lvls | `3` |
| Clk Latency, worst-skew pair | `640 ps` |
| Syn_area_per_cell | `21.21 um^2` |
| Static Leakage | `12.41 nW` |
| Fin crit period | `13,260 ps` |
| Startpoint types | `input port` |
| Yosys stat area | `0.03572 mm^2` |
| RSZ-0062 raised after global routing | `false` |
| Synthesized registers | `916` |
| First-pass GRT wire length | `125.4 mm` |
| PortBufs | `33` |
| Crit path capture type | `output pin` |
| DR WL/cell | `29.90 um` |
| Initial core utilization | `50.74%` |
| Die area | `0.07251 mm^2` |
| Yosys top cell area share | `75.33%` |
| Post-synth top area cell | `edfxtp_1` |
| Die W | `269.3 um` |
| Power Density | `74.26 mW/mm^2` |
| Synth async-reset ratio | `0%` |
| Io pins | `34` |
| Pins Over Slew Limit | `0` |
| Highest Clock Rate | `75.40 MHz` |
| Cell count after placement | `2,669` |
| Cts hold-fix bufs | `0` |
| EDFF count, synth | `896` |
| Drt initial violations | `1,196` |
| Skew final | `17.29 ps` |
| Clock tree buffer depth | `3` |
| Initial antenna violation count | `0` |
| Share of cells above drive strength 1 | `25.01%` |
| Post-CTS Setup Bufs | `0` |
| Routability cong. | `0.9779` |
| Finished Core Util | `57.41%` |
| Drt pass-1 iters | `5` |
| Vias | `17,091` |
| Diode count | `0` |
| Final Cycle Share | `50.43%` |
| Final ANT Viol Nets | `0` |
==> critical path, stage by stage <==
cell,delay [ps]
clkdlybuf4s50_1,510
nor2b_1,150
buf_4,210
and2_1,590
o21ai_0,220
a2111oi_0,400
a31o_2,190
clkdlybuf4s50_1,460
==> registers in the layout (all words and copies together), names as in the netlist, named ones only <==
register / cells
ram: 896
rp: 6
wp: 6
full: 1
empty: 1
==> area by class of cell <==
| class | count | area (um^2) |
|---|---|---|
| flip-flops and latches | 916 | 27320 |
| inverters | 10 | 37.54 |
| fillers | 5121 | 29980 |
| multi-input cells | 667 | 7859 |
| repair buffers | 136 | 1046 |
| clock buffers | 110 | 2412 |
| well taps | 940 | 1176 |
| clock inverters | 60 | 563.0 |
==> power by group <==
group	total [mW]	leakage [nW]	switching (mW)	internal, mW
Clock	1.29	1.46	0.535	0.752
Sequential	1.61	8.23	0.00459	1.61
Combinational	0.104	2.72	0.0632	0.0409
==> per-layer routing <==
metal  part of all wire (%)  GRT usage, %
met4                    3.1         6.459
met5                      0             0
met3                     17         19.64
met1                     34         38.00
met2                     47         38.25
==> stage by stage <==
stage / cell area (um^2) / total power, mW
6_report: 40410 / 3.001
5_1_grt: 40410 / 3.087
4_1_cts: 40410 / 3.025
3_5_place_dp: 37440 / 1.747
3_3_place_gp: 37440 / 1.745
2_1_floorplan: 35720 / 1.699
==> final timing paths <==
check	startpoint	end	slack, ps	cells after the start
worst max-delay path	rd_en	dout[7]	13040	8
worst min register to register	full	full	550	2
worst max register to register	wp[1]	ram[59][12]	23390	5
worst min-delay path	full	full	550	2
==> cells by family after synthesis <==
family,after synthesis,synth area share [%]
buffers and inverters,101,1.566
AOI/OAI and AO/OA,129,2.522
DFF,916,76.45
muxes,279,15.68
and+or+nand+nor,235,3.160
adders and majority gates,4,0.1401
xor gates and xnor gates,20,0.4904
==> layout by cell type, fill, tap and decap left out, types with 6 or more instances in the layout <==
cell type and count:
xor2_1 8, a21oi_1 8, nor2_1 94, clkdlybuf4s50_1 19, buf_2 14, mux2_2 16, mux4_2 198, o22ai_1 32
mux4_1 19, dfxtp_1 16, a211oi_1 16, inv_1 9, nor3_1 12, a2111oi_0 8, bufinv_16 10, clkinv_1 24
a211o_1 6, nand2b_1 8, clkbuf_16 94, edfxtp_1 896, mux2i_1 46, o21ai_0 17, nand3_1 14, clkinv_2 19
buf_4 102, and2_1 13, xnor2_1 12, nor2b_1 26, or3_1 8, clkbuf_1 16, nand2_1 37, nand4_1 9
No activity file was given, so power comes from the tool's default toggle rates.
