--- design/flow/design.v ---
`timescale 1ns / 1ps
module uart_rx(
               input               clk          ,		 
               input               rst_n        ,	
               input               din          ,
               output  reg [7:0]    dout         ,		
               output  reg         dout_vld     
               );
parameter    	   BPS	  =	217;	 
reg   [14:0]        cnt0         ;
wire                add_cnt0     ;
wire                end_cnt0     ;
reg   [ 3:0]        cnt1         ;
wire                add_cnt1     ;
wire                end_cnt1     ;
reg                 rx0          ;	
reg                 rx1          ;	
reg                 rx2          ;	
wire                rx_en        ;
reg                 flag_add     ;
always @ (posedge clk or negedge rst_n) begin
	if(!rst_n) begin
		rx0 <= 1'b1;
        rx1 <= 1'b1;
        rx2 <= 1'b1;
	end
	else begin
		rx0 <= din;
        rx1 <= rx0;
        rx2 <= rx1;
	end
end
assign rx_en = rx2 & ~rx1;	
always @(posedge clk or negedge rst_n)begin
    if(!rst_n)begin
        cnt0 <= 0;
    end
    else if(add_cnt0)begin
        if(end_cnt0)
            cnt0 <= 0;
        else
            cnt0 <= cnt0 + 1;
    end
end
assign add_cnt0 = flag_add;
assign end_cnt0 = add_cnt0 && cnt0==BPS-1 ;
always @(posedge clk or negedge rst_n)begin 
    if(!rst_n)begin
        cnt1 <= 0;
    end
    else if(add_cnt1)begin
        if(end_cnt1)
            cnt1 <= 0;
        else
            cnt1 <= cnt1 + 1;
    end
end
assign add_cnt1 = end_cnt0;
assign end_cnt1 = add_cnt1 && cnt1==9-1 ;  
always @ (posedge clk or negedge rst_n)begin
	if(!rst_n) begin
		flag_add <= 1'b0;
	end
	else if(rx_en) begin		
		flag_add <= 1'b1;	
	end
    else if(end_cnt1) begin		
		flag_add <= 1'b0;	
	end
end
always @ (posedge clk or negedge rst_n)begin
	if(!rst_n) begin
		dout <= 8'd0;
	end
	else if(add_cnt0 && cnt0==BPS/2-1 && cnt1!=0) begin		 
	    dout[cnt1-1]<= rx2 ;
	end
end
always @ (posedge clk or negedge rst_n)begin
	if(!rst_n) begin
		dout_vld <= 1'b0;
	end
    else if(end_cnt1) begin		
		dout_vld <= 1'b1;	
	end
	else begin	
        dout_vld <= 1'b0;			
	end
end
endmodule
module  uart_top(
								input  clk,
								input  rst_n,
								input  din,
								input sw8,
								output  reg  [23:0] pic_out,
								output  reg [16:0] addr,
								output  reg wr_ram,
								output  tx,
								output  reg pic_done,    
								output  reg  pic_download,    
								output  reg [7:0] rgb_led
								);
	wire   dout_vld;
	wire  [7:0] dout;
	reg [3:0] code_p;
	reg  [4:0]  cnt;
	reg  [3:0]  state;
	wire  [3:0]  code;
	wire [7:0]  temp;
	reg [23:0] pic_reg;
	parameter  monitor=0;   
	parameter  second=1 ;
	parameter  third=2 ;
	parameter   fouth=3;
	parameter   fiveth=4;
	parameter   sixth=5;
	parameter   send=6;
	parameter   stop=7;
	assign temp=(dout>8'd57)?(dout-8'd87):(dout-8'd48);
	assign code=temp[3:0];
	always  @ (posedge clk or negedge rst_n)
	    begin
			if  (!rst_n)
			   begin
			      state<=monitor;
				  wr_ram<=1;
				  pic_out<=0;
				  addr<=0;
				  pic_done<=0;
				  end
			else
	case (state)
	monitor:	begin
				   if (dout_vld)
						begin
						    wr_ram<=1;	
							pic_reg[23:20]<=code;
							state<=second;
							code_p<=code;
						end
				 else
				          state<=monitor;
					end
	second:	begin
					if (dout_vld)
							begin
								pic_reg[19:16]<=code;
								state<=third;
								rgb_led<={code_p,code};
							end
					else
							state<=second;
					end
		third:		begin
					if (dout_vld)
						begin
							pic_reg[15:12]<=code;
							state<=fouth;
							code_p<=code;
						end
					else
						state<=third;
					end
		fouth:		begin
					if (dout_vld)
						begin
							pic_reg[11:8]<=code;
							state<=fiveth;
							rgb_led<={code_p,code};
						end
					else
						state<=fouth;
					end
		fiveth:		begin
					if (dout_vld)
						begin
							pic_reg[7:4]<=code;
							state<=sixth;
							code_p<=code;
						end
					else
						state<=fiveth;
					end
        sixth:		begin
					if (dout_vld)
						begin
							pic_reg[3:0]<=code;
							state<=send;
							rgb_led<={code_p,code};
						end
					else
						state<=sixth;
					end
		send: 	 begin
						wr_ram<=0;
						pic_out<=pic_reg;
						if (addr<129599)
							begin
								addr<=addr+1;								
								pic_done<=0;
								state<=monitor;
							end
			         else if (addr==129599)
					        begin								 
							     addr<=0;		
								 pic_done<=1;
								 state<=stop;								
							end	 
						end
		stop:  begin
					if  (sw8==1)
					    state<=monitor;
					else
						begin
						state<=stop;
						end
				  end
		     endcase
		end
		always  @ (posedge  clk or negedge rst_n)
		    begin
				if (!rst_n)
					cnt<=0;
				else if (state==send)
				    cnt<=cnt+1;
			    else 
					cnt<=cnt;
			end
		always  @ (posedge  clk or negedge rst_n)
			begin
				if (!rst_n)
					pic_download<=1;
		   else if (cnt>=15)
					pic_download<=0;
			else
					pic_download<=1;
			end
		uart_rx uart_rx(
								.clk(clk),
								.rst_n(rst_n),
								.din(din),
								.dout(dout),
								.dout_vld(dout_vld)
								);
	   uart_tx uart_tx(
                              .clk(clk)    ,			
                              .rst_n(rst_n)  ,		
							  .din_vld(dout_vld)    ,
							  .din(dout),
							  .dout(tx),
							  .rdy()
							); 
		endmodule 
`timescale 1ns / 1ps
module uart_tx(
                 input             clk    ,			
                 input             rst_n  ,		
                 input [7:0]       din    ,
                 input             din_vld,	  
                 output reg        rdy    ,   
                 output reg        dout   
             );
parameter         BPS    = 217;
reg   [7:0]       tx_data_tmp;	
reg               flag_add   ;
reg   [14:0]      cnt0       ;
wire              add_cnt0   ;
wire              end_cnt0   ;
reg   [ 3:0]      cnt1       ;
wire              add_cnt1   ;
wire              end_cnt1   ;
wire  [ 9:0]      data       ;
always  @(posedge clk or negedge rst_n)begin
    if(rst_n==1'b0)begin
        flag_add <= 0;
    end
    else if(flag_add==0 && din_vld)begin
        flag_add <= 1;
    end
    else if(end_cnt1)begin
        flag_add <= 0;
    end
end
always @(posedge clk or negedge rst_n)begin
    if(!rst_n)begin
        cnt0 <= 0;
    end
    else if(add_cnt0)begin
        if(end_cnt0)
            cnt0 <= 0;
        else
            cnt0 <= cnt0 + 1;
    end
end
assign add_cnt0 = flag_add;
assign end_cnt0 = add_cnt0 && cnt0==BPS-1 ;
always @(posedge clk or negedge rst_n)begin 
    if(!rst_n)begin
        cnt1 <= 0;
    end
    else if(add_cnt1)begin
        if(end_cnt1)
            cnt1 <= 0;
        else
            cnt1 <= cnt1 + 1;
    end
end
assign add_cnt1 = end_cnt0;
assign end_cnt1 = add_cnt1 && cnt1==10-1 ;
always @ (posedge clk or negedge rst_n) begin
	if(!rst_n) begin
		tx_data_tmp <=8'd0;
	end
	else if(flag_add==1'b0 && din_vld) begin	
		tx_data_tmp <= din;	
	end
end
always @ (posedge clk or negedge rst_n) begin
	if(!rst_n) begin
		dout <= 1'b1;
	end
	else if(add_cnt0 && cnt0==1-1)begin
        dout<= data[cnt1];
    end 
end
assign  data = {1'b1,tx_data_tmp,1'b0};  
always  @(*)begin
    if(din_vld || flag_add)
        rdy = 1'b0;
    else
        rdy = 1'b1;
end
endmodule
--- design/flow/run.sh ---
#!/bin/bash
# OpenROAD 26Q1-2900-gdf79404cd8, Yosys 0.63+post, stock flow scripts
make -C /OpenROAD-flow-scripts/flow DESIGN_CONFIG=/design/flow/config.mk WORK_HOME=/design/flow/orfs finish
--- design/flow/config.mk ---
export PLATFORM = sky130hd
export DESIGN_NAME = uart_top
export DESIGN_NICKNAME = uart_top
export VERILOG_FILES = /design/flow/design.v
export SDC_FILE = /design/flow/constraint.sdc
export NUM_CORES = 4
export LEC_CHECK = 1
export CORE_UTILIZATION = 50
--- design/flow/constraint.sdc ---
current_design uart_top

set clk_period 5.0
set clk_io_pct 0.2

create_clock -name clk0 -period $clk_period [get_ports {clk}]

set non_clock_inputs [all_inputs -no_clocks]
set_input_delay [expr $clk_period * $clk_io_pct] -clock clk0 $non_clock_inputs
set_output_delay [expr $clk_period * $clk_io_pct] -clock clk0 [all_outputs]
==> deck_impl_summary.md <==
Implementation Results

Clock network
  • CTS hold repair buffers: 0
  • Clock tree sinks: around 150
  • Maximum level of the CTS H-tree: 4
  • Post-CTS repair timing setup buffer count: 0
  • Deepest clock path buffer count: 2
  • Master cell of the clock root buffer: sky130_fd_sc_hd__clkbuf_16
  • Number of buffers added by the clock tree synthesis step: 17
  • Worst skew pair latency: 0.41 ns
  • Clock Pin Slew Worst Setup and Hold Paths: around 0.06 ns
  • Post-cts repair resize count: 0
  • Clock tree from TritonCTS: built

Place
  • Final Wtd Congestion: approximately 0.92
  • Setup Slack @ Placement: around 1.2 ns
  • Half-perimeter wire length after placement: 8850 um
  • DP Area: ~7800 sq um
  • Number of input and output port buffers inserted: 56
  • Post-placement cell count: ~820

Yosys
  • Register share after synthesis: 57.0%
  • Cell types with the largest area share after synthesis: sky130_fd_sc_hd__dfrtp_1 39%, sky130_fd_sc_hd__edfxtp_1 15%, sky130_fd_sc_hd__mux2_2 7.0%
  • Predominant post-synthesis flop cell: sky130_fd_sc_hd__dfrtp_1
  • Number of enable flip-flop cells: 36
  • Share of flip-flops with an asynchronous set or reset after synthesis: between 70% and 80%
  • Synthesized instance count: slightly below 600
  • Netlist Area Pre-Place: between 7000 and 8000 sq um
  • Flip-flop and latch count after synthesis: between 150 and 200
  • Summed standard-cell area reported by yosys: roughly 7100 sq um
  • Cells in synth_stat.txt: about 600
  • Largest type area fraction: 39.2%
  • Leading area contributor after synthesis: sky130_fd_sc_hd__dfrtp_1
  • Number of warnings reported in the yosys synthesis log: 3
  • Number of distinct standard cells referenced by the synthesized netlist: 57
  • Mean post-synth cell area: 11.9 sq um

STA
  • Clock Skew: slightly below 0.009 ns
  • Final setup violation count: 0
  • Peak clock frequency supported by timing: roughly 260 MHz
  • Fin Setup TNS: 0 ns
  • Pin slew with the least headroom to its limit: 0.783 ns
  • Setup repair after global routing missed its margin: no
  • Final worst hold slack: around 0.36 ns
  • Worst path setup slack after routing: approximately 1.2 ns
  • Max-slew headroom: 47.8%
  • Number of slew-limit violations in the final report: 0
  • Post-layout period usage of the worst path: 75.6%
  • Minimum clock period after layout: 3.78 ns
  • Final hold violation count: 0

Setup path
  • Reg-to-Reg End: uart_rx.dout[4]
  • Cell repeated most along the worst path: sky130_fd_sc_hd__ha_1
  • Origin of the critical flop-to-flop path: uart_rx.cnt1[0]
  • Setup slack of the most critical reg-to-reg path: around 1.2 ns
  • Crit path cell chain: inv_1 > ha_1 > xor2_2 > or3_2 > ha_1 > or4bb_1 > nor3_1 > nand3_1 > nor4_1 > mux2_2
  • Kind of critical path: reg -> reg
  • Biggest cell delay along the critical path: 0.54 ns
  • Critical path endpoint category: flop
  • Worst r2r path cells: 10
  • Crit path max-delay family: simple AND/OR/NAND/NOR gates
  • Arrival @ worst endpoint: 4.08 ns
  • Critical-path top delay cell: sky130_fd_sc_hd__dfrtp_1
  • Combined buffer and inverter count along the critical path: 1
  • Critical path required time: about 5.3 ns
  • Startpoint types: flop
  • Highest net fanout along the worst path: 12

Drt
  • Antenna Cells: 0
  • Antenna-violating nets left: 0
  • Highest metal layer used by the detailed router: met4
  • Vias: approximately 4,700
  • Routed wire length: between 10,000 and 15,000 um
  • Length of the first detailed-routing pass in iterations: 5
  • Post-detailed-route wirelength per cell: ~15 um
  • Routed length on met2: between 6000 and 7000 um
  • Average vias per placed instance: ~5.5
  • Met1 WL: 6220 um
  • Met3 Wirelength: a little under 600 um
  • Post-route DRC: 0
  • Violation count after the first detailed-routing iteration: about 280

Worst hold path
  • End point of the most critical hold path: uart_rx.rx1
  • Worst hold start: uart_rx.rx0
  • Path class of the lowest-slack min-delay path: reg -> reg
  • Number of instances on the worst hold path: 0

Power and ir drop
  • VDD IR-drop max: 0.299 mV
  • Total power divided by cell area: approximately 320 nW/um^2
  • Post-route total power: roughly 2.6 mW
  • Static Leakage: 3.79 nW

Cells and area
  • Synth-to-layout area growth: 18.3%
  • Share of final-layout standard cells stronger than drive strength 1: between 10% and 20%
  • Non-filler cells, final: between 800 and 900
  • Final instance area: between 8000 and 9000 sq um
  • Share of the core filled with cells: 60.6%
  • Footprint of the flip-flops and latches: 4040 sq um
  • Combinational cell area excluding buffers and inverters: about 2900 sq um
  • Filler cell count: around 1,100

Floorplanning
  • Number of core rows: roughly 43
  • Die x size: approximately 120 um
  • Overall chip area: roughly 15,000 sq um
  • Top-level I/O count: 57
  • Die H: about 120 um
  • Pre-placement core utilization: between 50 and 60%
  • Area of the core: ~14,000 sq um

Global route
  • Gr usage total: between 20% and 30%
  • Total global routing overflow: 0
  • Largest net degree at the start of global routing: 51
  • Wire length of the first global-routing pass: roughly 22,000 um
  • Number of global-route vias before repair: approximately 4,500
  • Antenna violations before repair: 0

Flow run
  • Total of max-cap violations: 0
  • Number of logged tool warnings: 35

Run status
  • Outcome: finished clean
-- cells in the final DEF, fill, tap and decap left out, drive strengths merged, types with 19 or more instances in the layout --
master and n:
o21ai 22, and3 23, nor3 22, inv 27, nand3 24, dfrtp 111, xor2 19, clkdlybuf4s50 55
ha 24, edfxtp 36, nor2 33, nand2 45, mux2 44, clkbuf 21
-- synth_stat cells, types with 3 or more instances --
master / count
sky130_fd_sc_hd__xor2_1: 17
sky130_fd_sc_hd__dfrtp_1: 111
sky130_fd_sc_hd__o2111ai_1: 3
sky130_fd_sc_hd__xnor2_1: 17
sky130_fd_sc_hd__or4_1: 3
sky130_fd_sc_hd__nand4_1: 17
sky130_fd_sc_hd__nor3b_1: 5
sky130_fd_sc_hd__dfstp_2: 7
sky130_fd_sc_hd__edfxtp_1: 36
sky130_fd_sc_hd__nor4_1: 8
sky130_fd_sc_hd__ha_1: 24
sky130_fd_sc_hd__nor3_1: 22
sky130_fd_sc_hd__nand3_1: 24
sky130_fd_sc_hd__and3_1: 23
sky130_fd_sc_hd__buf_2: 4
sky130_fd_sc_hd__or4b_1: 3
sky130_fd_sc_hd__o31ai_1: 8
sky130_fd_sc_hd__and4_1: 3
sky130_fd_sc_hd__or2_2: 3
sky130_fd_sc_hd__inv_1: 26
sky130_fd_sc_hd__mux2i_1: 3
sky130_fd_sc_hd__o21ai_0: 21
sky130_fd_sc_hd__nand2b_1: 4
sky130_fd_sc_hd__mux2_2: 44
sky130_fd_sc_hd__nand2_1: 45
sky130_fd_sc_hd__or3_1: 6
sky130_fd_sc_hd__nor2_1: 33
sky130_fd_sc_hd__or3_2: 4
sky130_fd_sc_hd__a21oi_1: 11
sky130_fd_sc_hd__a22o_1: 3
sky130_fd_sc_hd__clkbuf_1: 11
sky130_fd_sc_hd__a211o_1: 11
-- how the worst max path moves through the flow --
stage | startpoint | end | depth (start not counted)
final | uart_rx.cnt1[0] | uart_rx.dout[4] | 10
after global routing | uart_rx.cnt1[0] | uart_rx.dout[3] | 13
after CTS | uart_rx.cnt1[0] | uart_rx.dout[4] | 10
-- worst reg2reg max path: stages, from the launching register on --
cell,delay (ns)
sky130_fd_sc_hd__dfrtp_1,0.54
sky130_fd_sc_hd__inv_1,0.22
sky130_fd_sc_hd__ha_1,0.31
sky130_fd_sc_hd__xor2_2,0.24
sky130_fd_sc_hd__or3_2,0.48
sky130_fd_sc_hd__ha_1,0.30
sky130_fd_sc_hd__or4bb_1,0.53
sky130_fd_sc_hd__nor3_1,0.21
sky130_fd_sc_hd__nand3_1,0.16
sky130_fd_sc_hd__nor4_1,0.31
sky130_fd_sc_hd__mux2_2,0.37
-- power by group --
part / switching, mW / internal (mW) / total, mW
combinational: 0.0657 / 0.0449 / 0.111
clock: 0.477 / 0.696 / 1.17
sequential: 0.0432 / 1.31 / 1.36
-- routing by layer --
layer	vias to the layer above	global-route usage [%]
met4	0	1.70
met2	100	30.6
met3	6	3.93
li1	2297	-
met1	2273	34.5
met5	-	0
-- final cells by class --
type                            count  area share, %
Clock buffer                       21           5.37
Clock inverter                     11           1.18
Inverter                           26           1.16
Multi-Input combinational cell    397           34.2
Sequential cell                   154           48.2
Tap cell                          180           2.69
Timing Repair Buffer               62           7.20
-- logic make-up after synthesis --
family	after synthesis	share of synthesized area, %
AOI/OAI and AO/OA	72	6.97
xor gates and xnor gates	36	4.66
adders and majority gates	24	4.24
buffers and inverters	45	2.56
DFF	154	57.0
muxes	48	7.73
and+or+nand+nor	217	16.8
Power and IR drop assume default switching activity.
